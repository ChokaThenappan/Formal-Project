==> design/flow/design.v <==
package noc;
  parameter int unsigned PortQueueDepth = 4;
  parameter int unsigned xMax = 16;
  parameter int unsigned yMax = 16;
  parameter int unsigned messageTypeWidth = 5;
  parameter bit [4:0] AllPorts               = 5'b11111;
  parameter bit [4:0] TopLeftRouterPorts     = 5'b11010;
  parameter bit [4:0] TopRightRouterPorts    = 5'b10110;
  parameter bit [4:0] BottomLeftRouterPorts  = 5'b11001;
  parameter bit [4:0] BottomRightRouterPorts = 5'b10101;
  typedef enum logic [2:0] {
    kNorthPort = 3'd0,
    kSouthPort = 3'd1,
    kWestPort  = 3'd2,
    kEastPort  = 3'd3,
    kLocalPort = 3'd4
  } noc_port_t;
  typedef struct packed {
    logic        go_local;
    logic        go_east;
    logic        go_west;
    logic        go_south;
    logic        go_north;
  } direction_t;
  function automatic direction_t get_onehot_port (
    input noc_port_t port);
    get_onehot_port.go_north = (port == kNorthPort);
    get_onehot_port.go_south = (port == kSouthPort);
    get_onehot_port.go_west  = (port == kWestPort);
    get_onehot_port.go_east  = (port == kEastPort);
    get_onehot_port.go_local = (port == kLocalPort);
  endfunction  
  function automatic noc_port_t get_direction (
    input direction_t direction);
    if (direction.go_north) return kNorthPort;
    else if (direction.go_south) return kSouthPort;
    else if (direction.go_west) return kWestPort;
    else if (direction.go_east) return kEastPort;
    else if (direction.go_local) return kLocalPort;
    else return kNorthPort;
  endfunction  
  function automatic noc_port_t int2noc_port(
    input int i);
    case(i)
      0 : return kNorthPort;
      1 : return kSouthPort;
      2 : return kWestPort;
      3 : return kEastPort;
      4 : return kLocalPort;
      default : return kNorthPort;
    endcase
  endfunction  
  parameter direction_t goNorth = get_onehot_port(kNorthPort);
  parameter direction_t goSouth = get_onehot_port(kSouthPort);
  parameter direction_t goWest = get_onehot_port(kWestPort);
  parameter direction_t goEast = get_onehot_port(kEastPort);
  parameter direction_t goLocal = get_onehot_port(kLocalPort);
  parameter int unsigned xWidth = $clog2(xMax);
  parameter int unsigned yWidth = $clog2(xMax);
  typedef struct packed {
    logic [yWidth-1:0] y;
    logic [xWidth-1:0] x;
  } xy_t;
  typedef enum logic {
    kFlowControlAckNack = 1'b0,
    kFlowControlCreditBased = 1'b1
  } noc_flow_control_t;
  parameter int unsigned CreditsWidth = $clog2(PortQueueDepth + 1);
  typedef logic [4:0][CreditsWidth-1:0] credits_t;
  typedef logic [messageTypeWidth-1:0] message_t;
  typedef struct packed {
    logic head;
    logic tail;
  } preamble_t;
endpackage
module fifo #(
    parameter DATA_WIDTH = 8,        
    parameter DEPTH = 8             
)(
    input clk,                  
    input rst_n,                  
    input wr_en,                
    input [DATA_WIDTH-1:0] wr_data,  
    output wr_ready,            
    input rd_en,                
    output [DATA_WIDTH-1:0] rd_data,  
    output rd_valid             
);
    localparam ADDR_WIDTH = $clog2(DEPTH);
    logic [DATA_WIDTH-1:0] fifo_mem [0:DEPTH-1];
    logic [ADDR_WIDTH-1:0] wr_ptr;
    logic [ADDR_WIDTH-1:0] rd_ptr;
    logic [ADDR_WIDTH:0] counter;
    logic full = 0;
    logic empty = 1;
    always @(posedge clk) begin
        if (~rst_n) begin
            wr_ptr <= 0;
            rd_ptr <= 0;
            full <= 0;
            empty <= 1;
	    counter <= 0;
        end else begin
	    if (wr_en && wr_ready) begin
                fifo_mem[wr_ptr] <= wr_data;
                wr_ptr <= wr_ptr + 1;
            end
            if (rd_en && rd_valid) begin
                rd_ptr <= rd_ptr + 1;
            end
            if (wr_en && wr_ready && !(rd_en && rd_valid)) begin
                if (wr_ptr + 1'b1  == rd_ptr)
                    full <= 1;
	    if (counter == DEPTH - 2) begin
                    full <= 1;
            end
	    if (counter == DEPTH - 1) begin
	    	    empty <= 1;
	    end
		else
                    empty <= 0;
		counter <= counter + 1;
            end else if (!(wr_en && wr_ready) && (rd_en && rd_valid)) begin
                if (rd_ptr + 1'b1 == wr_ptr)
                    empty <= 1;
	    	full <= 0;
		counter <= counter - 1;
	    end
        end
    end
    assign wr_ready = ~full;
    assign rd_valid = ~empty;
    assign rd_data = fifo_mem[rd_ptr];
NO_WRITE_TO_FULL_FIFO:assert property(@(posedge clk) disable iff (~rst_n) 
									full |-> !(wr_ready && wr_en));
NO_WRITE_TO_FULL_FIFO2:assert property(@(posedge clk) disable iff (~rst_n) 
									(counter == DEPTH - 1) |-> full);
NO_READ_FROM_EMPTY_FIFO:assert property(@(posedge clk) disable iff (~rst_n) 
									empty |-> !(rd_valid && rd_en));
NO_READ_FROM_EMPTY_FIFO2:assert property(@(posedge clk) disable iff (~rst_n) 
									(counter == 0) |-> empty);
CNT_0:cover property (@(posedge clk) disable iff (~rst_n) (counter == 0));
CNT_1:cover property (@(posedge clk) disable iff (~rst_n) (counter == 1));
CNT_2:cover property (@(posedge clk) disable iff (~rst_n) (counter == 2));
CNT_3:cover property (@(posedge clk) disable iff (~rst_n) (counter == 3));
CNT_4:cover property (@(posedge clk) disable iff (~rst_n) (counter == 4));
CNT_5:cover property (@(posedge clk) disable iff (~rst_n) (counter == 5));
CNT_6:cover property (@(posedge clk) disable iff (~rst_n) (counter == 6));
CNT_7:cover property (@(posedge clk) disable iff (~rst_n) (counter == 7));
CNT_8:cover property (@(posedge clk) disable iff (~rst_n) (counter != 8));
endmodule
==> design/flow/run.sh <==
#!/bin/bash
# OpenROAD 26Q1-2900-gdf79404cd8, Yosys 0.63+post, stock flow scripts
make -C /OpenROAD-flow-scripts/flow DESIGN_CONFIG=/design/flow/config.mk WORK_HOME=/design/flow/orfs finish
==> design/flow/config.mk <==
export PLATFORM = sky130hd
export DESIGN_NAME = fifo
export DESIGN_NICKNAME = fifo
export VERILOG_FILES = /design/flow/design.v
export SDC_FILE = /design/flow/constraint.sdc
export NUM_CORES = 4
export LEC_CHECK = 1
export CORE_UTILIZATION = 50
export SYNTH_HDL_FRONTEND = slang
==> design/flow/constraint.sdc <==
current_design fifo

set clk_period 3.3
set clk_io_pct 0.2

create_clock -name clk0 -period $clk_period [get_ports {clk}]

set non_clock_inputs [all_inputs -no_clocks]
set_input_delay [expr $clk_period * $clk_io_pct] -clock clk0 $non_clock_inputs
set_output_delay [expr $clk_period * $clk_io_pct] -clock clk0 [all_outputs]
==> commit_impl_results.txt <==
Record implementation results from latest flow run

* Clock sink count: 79
* Number of maximum-capacitance violations: 0
- Post-DR wirelength/cell: 17.7 um
* Leakage power of the design: 1.28 nW
* Proportion of synthesized flip-flops having asynchronous set or reset: 0%
- The tree is rooted in a sky130_fd_sc_hd__clkbuf_8.
- The final report lists the setup-violating endpoint count as 0.
- Final-layout fill cell count: 457
- Among all cell types in the netlist, the one instantiated most often is sky130_fd_sc_hd__edfxtp_1.
- Average size of a mapped cell: 17.0 um2
* Post-route clock skew: 0.00889 ns
- Detailed routing inserted a total of 1709 vias.
* Synth unique cells: 34
* Number of warning messages in the logs: 25
- PD cells: 528 nW/um2
* Number of max-slew violations in the final report: 0
- Synth warn: 0
* CTS clk-pin slew, worst paths: 0.07 ns
- The smallest clock period supported by the final layout is computed as 2.86 ns.
- Number of standard cells reported by yosys: 195
- Flops out of synthesis: 79
- Residual antenna-violating net count after detailed routing: 0
- Ranked by total cell area, the synthesized netlist is headed by sky130_fd_sc_hd__edfxtp_1 58%, sky130_fd_sc_hd__mux4_1 13%, sky130_fd_sc_hd__dfxtp_1 9.0%.
- During I/O placement, the number of pins put on the boundary was 22.
- Dividing the detail-routed via count by the number of cells gives 5.55.
* Via count of the first global-routing pass: 1747
- H-tree lvl count: 3
- The clock reaches the later pin of the worst-skew pair after 0.32 ns.
- Post-synthesis instance area: 3320 um2
* Data required time of the worst path: 2.64 ns
* Crit. End Element: output pin
- The final antenna diode tally reported by the flow is 0.
- Cell taking the most area after synthesis: sky130_fd_sc_hd__edfxtp_1
- In the synthesized netlist the dominant register cell turns out to be sky130_fd_sc_hd__edfxtp_1.
* Actual slew at the worst max-slew pin: 0.701 ns
* Global-route wire length before repair: 8.49 mm
- Setup TNS: 0 ns
- Worst setup SP type: flop
- The detailed router finished its first iteration with 36 violations.
* Fraction of the yosys area taken by sequential cells: 66.9%
* Yosys stat chip area: 3320 um2
- Final core utilization: 59.4%
- According to the hold report, the worst path is of the flop to flop type.
- Clock buffer count from CTS: 9
- Max rail drop VDD: 0.310 mV
- Recorded from the global router log, the overflow total was 0.
- Post-route DRC violation count: 0
- Die width: 83.5 um
* Hold Vio Cnt, Final: 0
* Area share of the leading cell type in the synthesized netlist: 57.9%
- Per the run report, area growth between synthesis and finish was 14.2%.
* Number of buffers on the longest clock path: 2
* FP Util: 52.0%
* Area enclosed by the die boundary: 6970 um2
- Run status: complete, no violations
- Post-synth top cells: 64 x sky130_fd_sc_hd__edfxtp_1, 16 x sky130_fd_sc_hd__mux4_1, 15 x sky130_fd_sc_hd__dfxtp_1, 13 x sky130_fd_sc_hd__nor2_1, 11 x sky130_fd_sc_hd__nand2_1
- OpenROAD reports that the post-layout worst path occupies 86.7% of the period.
- Entering global routing, the biggest net connects 17 pins.
- Die outline height: 83.5 um
- After legalization and detailed placement, the total HPWL measured 3.52 mm.
* Post-CTS Setup Inserts: 0
* Pre-Repair DR Iteration Count: 4
* Worst slew margin relative to its limit: 53.2%
* Port buffer count: 21
- For reference, the placement row count at floorplan is 29.
- Data arrival time of the critical path: 2.20 ns
* Post-CTS sizing: 0
* Achievable Freq: 0.350 GHz
- GP Congestion: 0.811
- Setup repair after global routing left no endpoint under its margin.
* Core Area: 6390 um2
- Fraction of final layout cells with drive strength greater than 1: 14.7%
- Setup Crit Path Kind: flop to output pin
- Overall routing resource usage: 17.6%
- In this run, post-CTS hold repair placed 0 buffers.
- Yosys mapped a number of flops with a built-in enable equal to 64.
* Initial antenna violation count: 0
* Final Routed Wirelength: 5.44 mm
- Maximum fanout along the worst path: 16
- After technology mapping, the gate count stands at 195.
- CTS tree: yes
[area by class of cell]
type,count,area [um2],area share [%]
clock inverters,2,8.76,0.231
clock buffers,14,153,4.02
repair buffers,31,285,7.52
inverters,5,18.8,0.495
well taps,77,96.3,2.54
multi-input cells,100,1010,26.6
flip-flops and latches,79,2220,58.6
[metal layers]
layer | wire, um | track usage (%) | vias up
met3 | 587 | 9.54 | 5
met5 | 0 | 0 | -
met2 | 2850 | 29.3 | 76
li1 | - | - | 826
met4 | 47 | 2.77 | 0
met1 | 1960 | 21.8 | 802
[stage by stage]
step	hold WS, ns	setup WS, ns	instance area (um2)	total power, mW	std cells
6_report	0.495	0.440	3790	2.00	308
3_3_place_gp	0.469	0.345	3630	1.43	292
3_5_place_dp	0.488	0.262	3630	1.44	292
4_1_cts	0.499	0.392	3790	2.03	308
5_1_grt	0.524	0.303	3790	2.09	308
2_1_floorplan	0.457	0.871	3320	1.35	195
[final timing paths]
path,to,from,cells past startpoint,slack [ns]
min reg2reg,counter[3],counter[3],2,0.49
max reg2reg,counter[3],empty,10,1.12
min,counter[3],counter[3],2,0.49
max,rd_data[7],flop,4,0.44
[worst max-delay path, stage by stage (launching register included)]
cell and delay [ns]:
sky130_fd_sc_hd__dfxtp_1 0.31, sky130_fd_sc_hd__buf_4 0.28, sky130_fd_sc_hd__mux4_1 0.61, sky130_fd_sc_hd__mux2_2 0.29, sky130_fd_sc_hd__clkdlybuf4s50_1 0.40
[logic make-up (layout without fill, tap and decap cells)]
family,Yosys count,in the layout,share of synthesized area (%)
AND/OR/NAND/NOR,45,45,6.37
multiplexers,27,27,16.3
adder cells (fa/ha/maj),5,5,1.88
XOR/XNOR,12,12,3.16
flip-flops,79,79,66.9
AND-OR/OR-AND,11,11,2.75
buffers and inverters,16,52,2.67
[placed cells by master (no fill, tap or decap)]
cell / n
sky130_fd_sc_hd__inv_1: 4
sky130_fd_sc_hd__xnor2_1: 7
sky130_fd_sc_hd__nand2_2: 1
sky130_fd_sc_hd__nor4_1: 1
sky130_fd_sc_hd__o211ai_1: 1
sky130_fd_sc_hd__clkinv_1: 1
sky130_fd_sc_hd__clkdlybuf4s50_1: 21
sky130_fd_sc_hd__mux2i_1: 3
sky130_fd_sc_hd__a21oi_1: 4
sky130_fd_sc_hd__a2111oi_0: 1
sky130_fd_sc_hd__xor2_1: 5
sky130_fd_sc_hd__clkinv_2: 1
sky130_fd_sc_hd__clkbuf_1: 4
sky130_fd_sc_hd__nor2b_1: 1
sky130_fd_sc_hd__dfxtp_1: 15
sky130_fd_sc_hd__nand4b_1: 1
sky130_fd_sc_hd__edfxtp_1: 64
sky130_fd_sc_hd__ha_1: 5
sky130_fd_sc_hd__or3_1: 1
sky130_fd_sc_hd__a2111oi_2: 2
sky130_fd_sc_hd__nand2b_1: 3
sky130_fd_sc_hd__nand2_1: 11
sky130_fd_sc_hd__inv_2: 1
sky130_fd_sc_hd__nand3_1: 2
sky130_fd_sc_hd__mux4_1: 16
sky130_fd_sc_hd__a211o_1: 1
sky130_fd_sc_hd__nor2b_2: 1
sky130_fd_sc_hd__nor3_1: 10
sky130_fd_sc_hd__clkbuf_8: 10
sky130_fd_sc_hd__buf_4: 10
sky130_fd_sc_hd__a211oi_1: 1
sky130_fd_sc_hd__mux2_2: 8
sky130_fd_sc_hd__o41ai_1: 1
sky130_fd_sc_hd__nor2_1: 13
[power by group]
| part | switching [mW] | internal, mW |
|---|---|---|
| registers | 0.0354 | 1.12 |
| logic | 0.123 | 0.141 |
| clock network | 0.295 | 0.292 |
[flip-flops by register name, indices dropped and copies added, names as in the netlist, named ones only]
name and cells:
fifo_mem 64, counter 4, rd_ptr 3, wr_ptr 3, empty 1, full 1
Power figures rest on the tool's default switching activity, not on a simulated workload.
